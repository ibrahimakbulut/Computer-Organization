--- flow/config.mk ---
export PLATFORM = sky130hd
export DESIGN_NAME = mux32_2_1
export DESIGN_NICKNAME = mux32_2_1
export VERILOG_FILES = /design/flow/design.v
export SDC_FILE = /design/flow/constraint.sdc
export NUM_CORES = 4
export LEC_CHECK = 1
export CORE_AREA = 10 10 70 70
export DIE_AREA = 0 0 80 80
--- flow/constraint.sdc ---
current_design mux32_2_1

set clk_period 1.0
set clk_io_pct 0.2

create_clock -name clk0 -period $clk_period

set non_clock_inputs [all_inputs -no_clocks]
set_input_delay [expr $clk_period * $clk_io_pct] -clock clk0 $non_clock_inputs
set_output_delay [expr $clk_period * $clk_io_pct] -clock clk0 [all_outputs]
--- flow/design.v ---
module mux32_2_1(s,in1,in2,out);
input s;
input [31:0] in1,in2;
output [31:0] out;
mux_2_1 m1(s,in1[0],in2[0],out[0]);
mux_2_1 m2(s,in1[1],in2[1],out[1]);
mux_2_1 m3(s,in1[2],in2[2],out[2]);
mux_2_1 m4(s,in1[3],in2[3],out[3]);
mux_2_1 m5(s,in1[4],in2[4],out[4]);
mux_2_1 m6(s,in1[5],in2[5],out[5]);
mux_2_1 m7(s,in1[6],in2[6],out[6]);
mux_2_1 m8(s,in1[7],in2[7],out[7]);
mux_2_1 m9(s,in1[8],in2[8],out[8]);
mux_2_1 m10(s,in1[9],in2[9],out[9]);
mux_2_1 m11(s,in1[10],in2[10],out[10]);
mux_2_1 m12(s,in1[11],in2[11],out[11]);
mux_2_1 m13(s,in1[12],in2[12],out[12]);
mux_2_1 m14(s,in1[13],in2[13],out[13]);
mux_2_1 m15(s,in1[14],in2[14],out[14]);
mux_2_1 m16(s,in1[15],in2[15],out[15]);
mux_2_1 m17(s,in1[16],in2[16],out[16]);
mux_2_1 m18(s,in1[17],in2[17],out[17]);
mux_2_1 m19(s,in1[18],in2[18],out[18]);
mux_2_1 m20(s,in1[19],in2[19],out[19]);
mux_2_1 m21(s,in1[20],in2[20],out[20]);
mux_2_1 m22(s,in1[21],in2[21],out[21]);
mux_2_1 m23(s,in1[22],in2[22],out[22]);
mux_2_1 m24(s,in1[23],in2[23],out[23]);
mux_2_1 m25(s,in1[24],in2[24],out[24]);
mux_2_1 m26(s,in1[25],in2[25],out[25]);
mux_2_1 m27(s,in1[26],in2[26],out[26]);
mux_2_1 m28(s,in1[27],in2[27],out[27]);
mux_2_1 m29(s,in1[28],in2[28],out[28]);
mux_2_1 m30(s,in1[29],in2[29],out[29]);
mux_2_1 m31(s,in1[30],in2[30],out[30]);
mux_2_1 m32(s,in1[31],in2[31],out[31]);
endmodule
module mux_2_1(s,a0,a1,out);
	input a1 , s , a0;
	output out;
	wire not_gate;
	wire and_gate_1,and_gate_0;
	not t1(not_gate,s);
	and t2(and_gate_1,a1,s);
	and t4(and_gate_0,not_gate,a0);
	or t3(out,and_gate_0,and_gate_1);
endmodule
--- flow/run.sh ---
#!/bin/bash
# OpenROAD 26Q1-2900-gdf79404cd8, Yosys 0.63+post, stock flow scripts
make -C /OpenROAD-flow-scripts/flow DESIGN_CONFIG=/design/flow/config.mk WORK_HOME=/design/flow/orfs finish
==> reports/metrics.yaml <==
power_switching_share: 0.222
leakagePower_uw: 0.000827
rows: 21
max_cap_violations: 0
final_hold_viol_count: 0
vias_per_cell: 3.79
wl_per_cell_um: 15.1
ys_warn_count: 0
hold_buffers: 0
grt_pass1_vias: 747
clockPowerShare: 0
layoutNonFillerInstCount: 180
ys_seq_frac: 0
syn-cell-area_um2: 785
die_h_um: 80
power_density_mw_per_mm2: 386
dp_cells: 177
slew-limit-headroom: 0.921
routabilityCongestion: 0.754
grt_pass1_wl_um: 4000
num_vias: 682
drtAntennaViolNets: 0
setup_viol: 32
combPwrFrac: 1.000
end_kind: "output port"
ys_cells: 68
drcViolationCount: 0
routed_wl_um: 2720
first_iter_violations: 4
net-switching-power_uw: 129
status: "finished, violations left"
portBuffers: 97
final_cell_mix: "dlygate4sd2_1 (62), mux2_4 (32), buf_6 (22)"
arrival_ns: 0.96
crit_path_max_fanout: 8
fp-utilization: 0.230
grt_max_degree: 16
synth_cells: 68
intPower_uw: 451
vdd_drop_max_mv: 0.178
seq_area_um2: 0
violations: "setup timing"
nClkBuffers: 0
synth_cell_types: 5
cp.required_ns: 0.80
worst_pin_slew_ns: 0.118
grtUsageTotal: 0.0769
coreArea_mm2: 0.00342
place_ws_ns: -0.500
drt_pass1_iterations: 2
avgSynthCellArea_um2: 11.5
ys_area_um2: 785
crit_path_start_kind: "input pin"
seq_cells: 0
timing.final.ws_setup_ns: -0.165
seqPwrFrac: 0
hp-class: "input pin to output port"
drive_above_1_share: 0.522
crit_type: "input pin to output port"
antenna_found_initial: 0
overflow: 0
mostFrequentLayoutCell: "dlygate4sd2_1"
period_minus_slack_ns: 1.16
rsz0062_at_grt: "yes"
slew_violations: 0
dieWidth_um: 80
log.warning_count: 35
timing.final.crit_share: 1.16
ioPinCount: 97
area_growth_pct: 91.1
diodes: 0
die-area_mm2: 0.00640
clock.fmax_mhz: 858
logic make-up after synthesis:
| logic type | Yosys count | share of synthesized area |
|---|---|---|
| buf+inv | 36 | 0.397 |
| mux | 32 | 0.603 |
power groups by stage:
stage         registers [uW]  logic (uW)  clock network, uW
finish                     0         579                  0
CTS                        0         586                  0
global route               0         621                  0
what timing repair did:
action	CTS	global route
gates cloned	1	0
setup endpoints to repair	32	32
gates resized	185	3
pin swaps	0	0
buffers inserted	2	0
layout make-up:
class              count  area, um^2
fillers              372        1920
repair buffers       102         961
multi-input cells     32         480
well taps             46        57.6
per-stage QoR:
stage                     TNS (ns)  hold WS [ns]  total power (uW)  cell area (um^2)  utilization
after floorplan              -1.45         0.591               413               906            -
after global placement      -15.31          1.34               654              1540        0.450
after detailed placement    -15.43          1.34               659              1540        0.450
after CTS                    -2.74         0.801               586              1480        0.434
after global routing         -3.17         0.732               621              1500        0.439
final                        -2.51         0.702               579              1500        0.439
path summary, 6_finish.rpt:
path,startpoint,endpoint,slack (ns),cells after the start
worst max-delay path,s,out[10],-0.16,5
worst min-delay path,in2[30],out[30],0.70,3
per-layer routing:
| metal | track usage | wire [um] | vias to the layer above |
|---|---|---|---|
| met5 | 0 | 0 | - |
| met2 | 0.138 | 1330 | 47 |
| li1 | - | - | 333 |
| met3 | 0.0227 | 241 | 0 |
| met1 | 0.0929 | 1150 | 302 |
| met4 | 0 | 0 | 0 |
critical path, stage by stage:
cell and delay, ns:
buf_12 0.12, buf_16 0.14, buf_6 0.11, mux2_4 0.29, buf_6 0.11
synth_stat cells, drive strengths merged:
cell type,instances,area (um^2)
mux2,32,473
buf,36,312
Power and IR drop assume default switching activity.
